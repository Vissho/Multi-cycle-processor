`design.v`:
```
module regfile(
	input logic clk,
	input logic we3,
	input logic [4:0] ra1, ra2, wa3,
	input logic [31:0] wd3,
	output logic [31:0] rd1, rd2
	);
	logic [31:0] rf[31:0];
	always_ff @(posedge clk)
		if (we3) rf[wa3] <= wd3;
	assign rd1 = (ra1 != 0) ? rf[ra1] : 0;
	assign rd2 = (ra2 != 0) ? rf[ra2] : 0;
endmodule
module adder(
	input logic [31:0] a, b,
	output logic [31:0] y
	);
	assign y = a + b;
endmodule 
module sl2(
	input logic [31:0] a,
	output logic [31:0] y
	);
	assign y = {a[29:0], 2'b00};
endmodule
module signext(
	input logic [15:0] a,
	output logic [31:0] y
	);
	assign y = {{16{a[15]}}, a};
endmodule
module flopr #(parameter WIDTH = 8)(
	input logic clk, reset,
	input logic [WIDTH-1:0] d,
	output logic [WIDTH-1:0] q
	);
	always_ff @(posedge clk, posedge reset)
		if (reset)
			q <= 0;
		else
			q <= d;
endmodule 
module flopre #(parameter WIDTH = 8)(
	input logic clk, reset, enable,
	input logic [WIDTH-1:0] d,
	output logic [WIDTH-1:0] q
	);
	always_ff @(posedge clk, posedge reset)
		if (reset)
			q <= 0;
		else if (enable)
			q <= d;
endmodule 
module mux2 #(parameter WIDTH = 8)(
	input logic [WIDTH-1:0] d0, d1,
	input logic s,
	output logic [WIDTH-1:0] y
	);
	assign y = s ? d1 : d0;
endmodule
module pcsrcmux #(parameter WIDTH = 8)(
	input logic [WIDTH-1:0] d0, d1, d2,
	input logic [1:0] s,
	output logic [WIDTH-1:0] y
	);
	always_comb
	case (s)
		2'b00: y <= d0;
		2'b01: y <= d1;
		2'b10: y <= d2;
		default: y <= {WIDTH{1'bx}};
	endcase
endmodule
module mux4 #(parameter WIDTH = 8)(
	input logic [WIDTH-1:0] d00, d01, d10, d11,
	input logic [1:0] s,
	output logic [WIDTH-1:0] y
	);
	always_comb
		case(s)
			2'b00:	y <= d00;
			2'b01:	y <= d01;
			2'b10:	y <= d10;
			2'b11:	y <= d11;
			default:	y <= {WIDTH{1'bx}};
		endcase
endmodule
module alu #(parameter WIDTH = 4)(
	input logic [WIDTH-1:0] operandA, operandB,
	input logic [2:0] funcsel,
	output logic [WIDTH-1:0] result,
	output logic zero
	);
	logic [WIDTH-1:0] maybeinvertedB;
	assign maybeinvertedB = funcsel[2] ? ~operandB : operandB;
	logic [WIDTH-1:0] sum;
	assign sum = operandA + maybeinvertedB + funcsel[2];
	always_comb
		case(funcsel[1:0])
			2'b00: result <= operandA & maybeinvertedB;
			2'b01: result <= operandA | maybeinvertedB;
			2'b10: result <= sum;
			2'b11: result <= {{WIDTH-1{1'b0}}, sum[WIDTH-1]};
		endcase
	assign zero = (result == {WIDTH{1'b0}}) ? 1'b1 : 1'b0 ;
endmodule
module maindec(
	input logic clk, reset,
	input logic [5:0] op,
	output logic memwrite,
	output logic pc_we, iord, ir_we, regwrite, alusrca,
	output logic [1:0] alusrcb,
	output logic [1:0] aluop,
	output logic regdst, memtoreg,
	output logic [1:0] pcsrc,
	output logic branch
	);
	typedef enum logic [3:0] {
		S0_Fetch,
		S1_Decode,
		S2_MemAdr,
		S3_MemRead,
		S4_MemWriteback,
		S5_MemWrite,
		S6_Execute,
		S7_ALUWriteback,
		S8_Branch,
		S9_ADDIExecute,
		S10_ADDIWriteback,
		S11_Jump
	} statetype;
	statetype state, nextstate;
	always_ff @(posedge clk, posedge reset)
		if (reset) state <= S0_Fetch;
		else state <= nextstate;
	always_comb begin
		case (state)
			S0_Fetch: nextstate <= S1_Decode;
			S1_Decode: begin
				case (op)
					6'b100011: nextstate <= S2_MemAdr;
					6'b101011: nextstate <= S2_MemAdr;
					6'b000000: nextstate <= S6_Execute;
					6'b000100: nextstate <= S8_Branch;
					6'b001000: nextstate <= S9_ADDIExecute;
					6'b000010: nextstate <= S11_Jump;
					default: nextstate <= S0_Fetch;
				endcase
			end
			S2_MemAdr: begin
				case (op)
					6'b100011: nextstate <= S3_MemRead;
					6'b101011: nextstate <= S5_MemWrite;
					default: nextstate <= S0_Fetch;
				endcase
			end
			S3_MemRead: nextstate <= S4_MemWriteback;
			S4_MemWriteback: nextstate <= S0_Fetch;
			S5_MemWrite: nextstate <= S8_Branch;
			S6_Execute: nextstate <= S7_ALUWriteback;
			S7_ALUWriteback: nextstate <= S0_Fetch;
			S8_Branch: nextstate <= S0_Fetch;
			S9_ADDIExecute: nextstate <= S10_ADDIWriteback;
			S10_ADDIWriteback: nextstate <= S0_Fetch;
			S11_Jump: nextstate <= S0_Fetch;
			default: nextstate <= S0_Fetch;
		endcase
		end
	logic [14:0] controls;
	assign {memwrite, pc_we, iord, ir_we, regwrite, alusrca, alusrcb, aluop, regdst, memtoreg, pcsrc, branch} = controls;
	always_comb
		case(state)
			S0_Fetch: controls <= 15'b010100_01_00_xx00_x;
			S1_Decode: controls <= 15'b000000_11_00_0000_0;
			S2_MemAdr: controls <= 15'b000001_10_00_0000_0;
			S3_MemRead: controls <= 15'b001000_00_00_0000_0;
			S4_MemWriteback: controls <= 15'b000010_00_00_0100_0;
			S5_MemWrite: controls <= 15'b101000_00_00_0000_0;
			S6_Execute: controls <= 15'b000001_00_10_0000_0;
			S7_ALUWriteback: controls <= 15'b000010_00_00_1000_0;
			S8_Branch: controls <= 15'b000001_00_01_0001_1;
			S9_ADDIExecute: controls <= 15'b000001_10_00_0000_0;
			S10_ADDIWriteback: controls <= 15'b000010_00_00_0000_0;
			S11_Jump: controls <= 15'b010000_00_00_0010_0;
			default: controls <= 15'bxxxxxxxxxxxxxxx;
		endcase
endmodule
module aludec(
	input logic [5:0] funct,
	input logic [1:0] aluop,
	output logic [2:0] alucontrol
	);
	always_comb
		case(aluop)
			2'b00: alucontrol <= 3'b010;  
			2'b01: alucontrol <= 3'b110;  
			default: 
				case(funct)  
					6'b100000: alucontrol <= 3'b010;  
					6'b100010: alucontrol <= 3'b110;  
					6'b100100: alucontrol <= 3'b000;  
					6'b100101: alucontrol <= 3'b001;  
					6'b101010: alucontrol <= 3'b111;  
					default: alucontrol <= 3'bxxx;  
				endcase
		endcase
endmodule
module controller(
	input clk, reset,
	input logic [5:0] op, funct,
	input logic zero,
	output logic memwrite,
	output logic pc_we, iord, ir_we, regwrite, alusrca, 
	output logic [1:0] alusrcb,
	output logic [2:0] alucontrol,
	output logic regdst, memtoreg,
	output logic [1:0] pcsrc,
	output logic branch
	);
	logic [1:0] aluop;
	maindec md(
		clk, reset, op, memwrite,
		pc_we, iord, ir_we, regwrite, alusrca, alusrcb, aluop,
		regdst, memtoreg, pcsrc, branch);
	aludec ad(funct, aluop, alucontrol);
endmodule
module datapath(
	input logic clk, reset,
	output logic [31:0] instr,
	input logic pcwrite, iord, ir_we, regwrite,
	input logic alusrca,
	input logic [1:0] alusrcb,
	input logic [2:0] alucontrol,
	input logic regdst, memtoreg,
	input logic [1:0] pcsrc, 
	input logic branch,
	output logic zero,
	output logic [31:0] adr, writedata,
	input  logic [31:0] readdata
	);
	logic [31:0] pc, aluout, aluresult, data;
	logic [31:0] rd1, rd2, data_a, signimm, srca, srcb, shiftedsignimm, newpc;
	logic [4:0]  regwriteadr;
	logic [31:0] regwritedata;
	logic pc_we;
	logic [31:0] PCJump;
	assign pc_we = pcwrite | (branch & zero);
	assign PCJump [25:0] = instr [25:0];
	assign PCJump [27:26] = PCJump [25:00] << 2;
	assign PCJump [31:28] = pc [31:28];
	flopre #(32) pc_reg(clk, reset, pc_we, newpc, pc);
	mux2   #(32) memadrmux(pc, aluout, iord, adr);
	flopre #(32) inst_reg(clk, reset, ir_we, readdata, instr);
	flopr  #(32) data_reg(clk, reset, readdata, data);
	mux2   #(5) regdst_mux(instr[20:16], instr[15:11], regdst, regwriteadr);
	mux2   #(32) memtoreg_mux(aluout, data, memtoreg, regwritedata);
	regfile		 rf(clk, regwrite, instr[25:21], instr[20:16], regwriteadr, regwritedata, rd1, rd2);
	flopr  #(32) rd1_reg(clk, reset, rd1, data_a);
	flopr  #(32) rd2_reg(clk, reset, rd2, writedata);
	signext		 se(instr[15:0], signimm);
	mux2   #(32) srca_mux(pc, data_a, alusrca, srca);
	mux4   #(32) srcb_mux(writedata, 4, signimm, shiftedsignimm, alusrcb, srcb);
	alu    #(32) alu(srca, srcb, alucontrol, aluresult, zero);
	flopr  #(32) aluout_reg(clk, reset, aluresult, aluout);
	sl2			 sl2(signimm, shiftedsignimm);
	pcsrcmux   #(32) pcsrc_mux(aluresult, aluout, PCJump, pcsrc, newpc);
endmodule
module mips(
	input logic clk, reset,
	output logic memwrite,
	output logic [31:0] adr, writedata, 
	input logic [31:0] readdata
	);
	logic pc_we, iord, ir_we, regwrite, alusrca, zero;
	logic [2:0] alucontrol;
	logic [1:0] alusrcb;
	logic regdst, memtoreg, branch; 
	logic [1:0] pcsrc;
	logic [31:0] instr;
	controller c( 
		clk, reset,
		instr[31:26], instr[5:0], zero, memwrite,
		pc_we, iord, ir_we, regwrite, alusrca, alusrcb,
		alucontrol, regdst, memtoreg, pcsrc, branch);
	datapath dp(
		clk, reset, instr,
		pc_we, iord, ir_we, regwrite, alusrca, alusrcb,
		alucontrol, regdst, memtoreg, pcsrc, branch, zero, adr, writedata, readdata);
endmodule
module dmem(
	input logic clk, we,
	input logic [31:0] a, wd,
	output logic [31:0] rd
	);
	logic [31:0] RAM[63:0];
	initial
		$readmemh("memfile.dat", RAM);
	assign rd = RAM[a[31:2]];  
	always_ff @(posedge clk)
		if (we) RAM[a[31:2]] <= wd;
endmodule
module top(
	input logic clk, reset,
	output logic [31:0] writedata, dataadr,
	output logic memwrite
	);
	logic [31:0] readdata;
	mips mips1(clk, reset, memwrite, dataadr, writedata, readdata);
	dmem dmem1(clk, memwrite, dataadr, writedata, readdata);
endmodule
```
`memfile.dat`:
```
8C0A0048
100AFFFF
8C140048
11540001
1000FFFF
AD4AFFFF
8D48FFFF
AD48FFFB
8C10004C
02108820
01114022
01104020
AC080050
0000000F
0000000F
0000000F
00000000
00000000
00000045
00000001
00000000
```
`run.sh`:
```
#!/bin/bash
# OpenROAD 26Q1-2900-gdf79404cd8, Yosys 0.63+post, stock flow scripts
make -C /OpenROAD-flow-scripts/flow DESIGN_CONFIG=/design/flow/config.mk WORK_HOME=/design/flow/orfs finish
```
`config.mk`:
```
export PLATFORM = sky130hd
export DESIGN_NAME = adder
export DESIGN_NICKNAME = adder
export VERILOG_FILES = /design/flow/design.v
export SDC_FILE = /design/flow/constraint.sdc
export NUM_CORES = 4
export LEC_CHECK = 1
export CORE_AREA = 10 10 94 94
export DIE_AREA = 0 0 104 104
```
`constraint.sdc`:
```
current_design adder

set clk_period 18.1
set clk_io_pct 0.2

create_clock -name clk0 -period $clk_period

set non_clock_inputs [all_inputs -no_clocks]
set_input_delay [expr $clk_period * $clk_io_pct] -clock clk0 $non_clock_inputs
set_output_delay [expr $clk_period * $clk_io_pct] -clock clk0 [all_outputs]
```
==> qor_table.md <==
| Step | Quantity | Value |
| --- | --- | --- |
| cells and area | Area overhead of the layout relative to synthesis | 59.47% |
| setup path | Element type at the critical path start | input port |
| placement | Final Wtd Congestion | 0.8187 |
| global route | Layer carrying the most global-route usage | met2 |
| logic synthesis | Leading post-synthesis cells by cell area | sky130_fd_sc_hd__ha_1 (22%), sky130_fd_sc_hd__a21oi_1 (8.3%), sky130_fd_sc_hd__a21o_1 (8.2%), sky130_fd_sc_hd__xor2_1 (7.5%), sky130_fd_sc_hd__xnor2_1 (6.5%) |
| power and ir drop | Pwr dens | 38.31 nW/um^2 |
| logic synthesis | Yosys stat area | 1744 sq um |
| die | Area of the core region | 6832 sq um |
| timing | Final Critical Period | 10.20 ns |
| timing | Number of endpoints with negative hold slack in the final report | 0 |
| logic synthesis | Top cell types by occurrence after synthesis | sky130_fd_sc_hd__ha_1 (31), sky130_fd_sc_hd__a21oi_1 (29), sky130_fd_sc_hd__a21o_1 (19) |
| global route | Wire length of the first global-routing pass | 9.666 mm |
| detailed routing | Number of iterations in the first detailed-routing pass | 6 |
| timing | Fraction of the cycle the final worst path needs | 56.33% |
| setup path | Critical Path Fanout Max | 4 |
| power and ir drop | Static leakage | 1.176 nW |
| setup path | Data required time of the critical path | 14.48 ns |
| logic synthesis | Sequential element share of the synthesized area | 0% |
| timing | Hold Worst Slack | 8.280 ns |
| global route | Fraction of met3 tracks used by global routing | 2.068% |
| logic synthesis | Unique masters post-synth | 50 |
| placement | Post-Place Worst Slack | 7.893 ns |
| clock tree | Setup bufs post-CTS | 0 |
| run | Max Cap Viol | 0 |
| die | Standard-cell row count | 30 |
| detailed routing | Remaining antenna violation count | 0 |
| timing | Worst max-slew margin expressed relative to the limit | 64.40% |
| timing | Count of pins over their slew limit | 0 |
| die | Die width | 104 microns |
| global route | Pin count of the biggest net entering global routing | 11 |
| power and ir drop | Post-layout power | 0.1066 mW |
| detailed routing | Count of inserted antenna diode cells | 0 |
| worst hold path | Worst Hold Class | input port to output port |
| run status | Status | completed |
| die | Die area | 10820 sq um |
| detailed routing | Starting DRT DRC Count | 80 |
| clock tree | Count of hold buffers inserted by post-cts repair | 0 |
| setup path | Crit path DAT | 6.58 ns |
| detailed routing | Routed wirelength normalized by instance count | 13.76 microns |
| setup path | Critical Setup Path Class | input port to output port |
| die | Overall die height | 104 microns |
| detailed routing | Post-Route WL | 5.807 mm |
| run | OpenROAD warning count | 32 |
| global route | Grt met2 use | 16.67% |
| placement | Number of buffer cells added on primary ports | 96 |
| placement | Number of cells after detailed placement | 422 |
| cells and area | Number of fill cells in the layout | 708 |
| logic synthesis | Number of warnings reported in the yosys synthesis log | 0 |
| setup path | Worst setup EP type | output port |
| clock tree | Number of gates resized after cts | 0 |
| logic synthesis | Number of cell instances after yosys synthesis | 241 |
| global route | GR Util met1 | 14.26% |
| cells and area | Clock buffer count | 0 |
| global route | Antenna violations before repair | 0 |
| cells and area | Non-filler instance count after layout | 422 |
| cells and area | Layout cell share with drive strength beyond 1 | 3.067% |
| timing | Achievable clock frequency | 0.09808 GHz |
| die | Ports | 96 |
| detailed routing | Number of DRC violations after detailed routing | 0 |
| timing | Unrepaired setup endpoints after global routing | false |
| timing | Setup TNS | 0 ns |
| logic synthesis | Most frequently used cell type in the post-synthesis netlist | sky130_fd_sc_hd__ha_1 |
| cells and area | Sequential cell area in the final layout | 0 sq um |
| detailed routing | Number of vias per cell after detailed routing | 4.922 |
| logic synthesis | Synth Cell Area | 1744 sq um |
| global route | Global-route congestion overflow total | 0 |
| global route | Total Routing Usage GR | 10.19% |
| logic synthesis | Largest area contributor in the synthesized netlist | sky130_fd_sc_hd__ha_1 |
| logic synthesis | Post-Synthesis Mean Instance Area | 7.237 sq um |
| timing | Final tally of setup violations | 0 |
| die | Fp util | 25.53% |
| logic synthesis | Number of cells produced by synthesis | 241 |
| global route | Number of global-route vias before repair | 2035 |
| detailed routing | Total number of vias | 2077 |
| timing | Slew at the pin with the worst max-slew slack | 0.5206 ns |
| timing | Final worst-path setup slack | 7.904 ns |
| cells and area | Flop count | 0 |
| logic synthesis | Top-area cell type share of the netlist area | 22.24% |
| placement | Half-perimeter wire length of the detailed placement result | 5.175 mm |
| power and ir drop | Worst IR drop on VDD | 0.00001600 V |
-- power breakdown --
part / internal, mW / switching, mW / total [mW]
Combinational: 0.0643 / 0.0423 / 0.107
Clock: 0 / 0 / 0
Sequential: 0 / 0 / 0
Total: 0.0643 / 0.0423 / 0.107
-- routing by layer --
metal,vias up,part of all wire (%)
met2,67,44
met4,0,0
met5,-,0
met3,0,6.6
li1,1092,-
met1,918,49
-- placed cells by master, fill, tap and decap left out, drive strengths merged, types with 3 or more instances in the layout --
cell,instances
or2,3
a31oi,3
a21o,19
a211oi,3
o21bai,5
inv,6
xor2,15
a21oi,29
xnor2,13
o21ai,15
a311oi,3
nand2,18
nor2,12
nand4,8
o211ai,3
nor3,4
ha,31
clkdlybuf4s50,96
nand3,10
-- worst max-delay path, cell delays in order --
cell and delay, ns:
sky130_fd_sc_hd__clkdlybuf4s50_1 0.40, sky130_fd_sc_hd__ha_1 0.24, sky130_fd_sc_hd__fa_1 0.40, sky130_fd_sc_hd__a21o_1 0.22, sky130_fd_sc_hd__a31o_2 0.27, sky130_fd_sc_hd__nand3_1 0.09, sky130_fd_sc_hd__o221ai_1 0.25, sky130_fd_sc_hd__a311oi_1 0.34
sky130_fd_sc_hd__o21bai_1 0.11, sky130_fd_sc_hd__xor2_1 0.13, sky130_fd_sc_hd__clkdlybuf4s50_1 0.49
-- worst paths after layout --
path  cells after the start  endpoint  slack (ns)  startpoint
max                      11     y[26]        7.90        a[0]
min                       3      y[0]        8.28        b[0]
-- logic make-up after synthesis --
kind of cell	synth area share, %
and+or+nand+nor	18.29
buffers and inverters	3.802
xor gates and xnor gates	14.06
adders and majority gates	23.39
muxes	1.148
AOI/OAI and AO/OA	39.31
-- cell type report --
cell class	instances	area (sq um)	share of cell area [%]
Multi-Input combinational cell	224	1678	60.32
Timing Repair Buffer	96	960.9	34.55
Tap cell	96	120.1	4.318
Inverter	6	22.52	0.8097
-- metrics by stage --
stage | util [%] | instance area (sq um)
after floorplan | - | 1744
after global placement | 40.71 | 2781
after detailed placement | 40.71 | 2781
after CTS | 40.71 | 2781
after global routing | 40.71 | 2781
final | 40.71 | 2781
Power is estimated from default activity; no workload was simulated.
